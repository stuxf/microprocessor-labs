==> design.v <==
module AddRoundKey (
    input  logic [127:0] in,
    input  logic [127:0] round_key,
    output logic [127:0] out
);
  assign out = in ^ round_key;
endmodule
module KeyExpansion (
    input logic clk,
    input logic [127:0] inkey,
    input logic [3:0] round,
    output logic [127:0] outkey
);
  logic [31:0] w0, w1, w2, w3;
  assign {w0, w1, w2, w3} = inkey;
  logic [31:0] rot_out, sub_out;
  RotWord rot (
      .in (w3),
      .out(rot_out)
  );
  SubWord sub (
      .clk(clk),
      .in (rot_out),
      .out(sub_out)
  );
  logic [31:0] rcon;
  always_comb begin
    case (round)
      4'h1:    rcon = 32'h01_00_00_00;
      4'h2:    rcon = 32'h02_00_00_00;
      4'h3:    rcon = 32'h04_00_00_00;
      4'h4:    rcon = 32'h08_00_00_00;
      4'h5:    rcon = 32'h10_00_00_00;
      4'h6:    rcon = 32'h20_00_00_00;
      4'h7:    rcon = 32'h40_00_00_00;
      4'h8:    rcon = 32'h80_00_00_00;
      4'h9:    rcon = 32'h1B_00_00_00;
      4'hA:    rcon = 32'h36_00_00_00;
      default: rcon = 32'h00_00_00_00;
    endcase
  end
  always_ff @(posedge clk) begin
    if (round == 0) begin
      outkey <= inkey;
    end else begin
      outkey[127:96] <= w0 ^ sub_out ^ rcon;
      outkey[95:64]  <= w1 ^ outkey[127:96];
      outkey[63:32]  <= w2 ^ outkey[95:64];
      outkey[31:0]   <= w3 ^ outkey[63:32];
    end
  end
endmodule
module RotWord (
    input  logic [31:0] in,
    output logic [31:0] out
);
  assign out = {in[23:0], in[31:24]};
endmodule
module SubWord (
    input  logic        clk,
    input  logic [31:0] in,
    output logic [31:0] out
);
  sbox_sync s0 (
      .clk(clk),
      .a  (in[31:24]),
      .y  (out[31:24])
  );
  sbox_sync s1 (
      .clk(clk),
      .a  (in[23:16]),
      .y  (out[23:16])
  );
  sbox_sync s2 (
      .clk(clk),
      .a  (in[15:8]),
      .y  (out[15:8])
  );
  sbox_sync s3 (
      .clk(clk),
      .a  (in[7:0]),
      .y  (out[7:0])
  );
endmodule
module ShiftRows (
    input logic en,
    input logic [127:0] in,
    output logic [127:0] out
);
  always_comb begin
    if (en) begin
      out[127:120] = in[127:120];
      out[95:88]   = in[95:88];
      out[63:56]   = in[63:56];
      out[31:24]   = in[31:24];
      out[119:112] = in[87:80];
      out[87:80]   = in[55:48];
      out[55:48]   = in[23:16];
      out[23:16]   = in[119:112];
      out[111:104] = in[47:40];
      out[79:72]   = in[15:8];
      out[47:40]   = in[111:104];
      out[15:8]    = in[79:72];
      out[103:96]  = in[7:0];
      out[71:64]   = in[103:96];
      out[39:32]   = in[71:64];
      out[7:0]     = in[39:32];
    end else begin
      out = in;
    end
  end
endmodule
module SubBytes (
    input logic clk,
    input logic en,
    input logic [127:0] in,
    output logic [127:0] out
);
  logic [127:0] out_swap;
  sbox_sync byte_zero (
      .a  (in[7:0]),
      .clk(clk),
      .y  (out_swap[7:0])
  );
  sbox_sync byte_one (
      .a  (in[15:8]),
      .clk(clk),
      .y  (out_swap[15:8])
  );
  sbox_sync byte_two (
      .a  (in[23:16]),
      .clk(clk),
      .y  (out_swap[23:16])
  );
  sbox_sync byte_three (
      .a  (in[31:24]),
      .clk(clk),
      .y  (out_swap[31:24])
  );
  sbox_sync byte_four (
      .a  (in[39:32]),
      .clk(clk),
      .y  (out_swap[39:32])
  );
  sbox_sync byte_five (
      .a  (in[47:40]),
      .clk(clk),
      .y  (out_swap[47:40])
  );
  sbox_sync byte_six (
      .a  (in[55:48]),
      .clk(clk),
      .y  (out_swap[55:48])
  );
  sbox_sync byte_seven (
      .a  (in[63:56]),
      .clk(clk),
      .y  (out_swap[63:56])
  );
  sbox_sync byte_eight (
      .a  (in[71:64]),
      .clk(clk),
      .y  (out_swap[71:64])
  );
  sbox_sync byte_nine (
      .a  (in[79:72]),
      .clk(clk),
      .y  (out_swap[79:72])
  );
  sbox_sync byte_ten (
      .a  (in[87:80]),
      .clk(clk),
      .y  (out_swap[87:80])
  );
  sbox_sync byte_eleven (
      .a  (in[95:88]),
      .clk(clk),
      .y  (out_swap[95:88])
  );
  sbox_sync byte_twelve (
      .a  (in[103:96]),
      .clk(clk),
      .y  (out_swap[103:96])
  );
  sbox_sync byte_thirteen (
      .a  (in[111:104]),
      .clk(clk),
      .y  (out_swap[111:104])
  );
  sbox_sync byte_fourteen (
      .a  (in[119:112]),
      .clk(clk),
      .y  (out_swap[119:112])
  );
  sbox_sync byte_fifteen (
      .a  (in[127:120]),
      .clk(clk),
      .y  (out_swap[127:120])
  );
  assign out = en ? out_swap : in;
endmodule
module aes_core (
    input  logic         clk,
    input  logic         load,
    input  logic [127:0] key,
    input  logic [127:0] plaintext,
    output logic         done,
    output logic [127:0] ciphertext
);
  logic [127:0] state_text = plaintext;
  logic [127:0] prevkey, roundkey;
  logic [127:0] sub_output;
  logic [127:0] shift_output;
  logic [127:0] mix_output;
  logic [127:0] add_output;
  typedef enum logic [2:0] {
    r_idle,
    r_start,
    r_middle,
    r_end,
    r_done
  } state_t;
  state_t state, nextstate;
  logic [3:0] round;
  logic [3:0] counter;
  KeyExpansion new_key (
      .inkey(prevkey),
      .clk(clk),
      .round(round),
      .outkey(roundkey)
  );
  always_ff @(posedge clk) begin
    if (load) begin
      round <= 0;
      counter <= 0;
      state <= r_start;
      prevkey <= key;
      state_text <= plaintext;
    end else begin
      state   <= nextstate;
      counter <= counter + 4'b0001;
      if (counter == 7 && state != r_done) begin
        counter <= 0;
        prevkey <= roundkey;
        round <= round + 4'b0001;
        state_text <= add_output;
      end
    end
  end
  always_comb begin
    case (state)
      r_start:  nextstate = (counter == 7) ? r_middle : r_start;
      r_middle: nextstate = (counter == 7) ? (round == 9 ? r_end : r_middle) : r_middle;
      r_end:    nextstate = (counter == 7) ? r_done : r_end;
      r_done:   nextstate = r_done;
      r_idle:   nextstate = r_idle;
      default:  nextstate = r_idle;
    endcase
  end
  logic sub_en, shift_en, mix_en;
  assign sub_en = (state == r_middle || state == r_end) ? 1 : 0;
  assign shift_en = (state == r_middle || state == r_end) ? 1 : 0;
  assign mix_en = (state == r_middle) ? 1 : 0;
  assign done = (state == r_done);
  SubBytes sub (
      .in (state_text),
      .clk(clk),
      .en (sub_en),
      .out(sub_output)
  );
  ShiftRows shift (
      .in (sub_output),
      .en (shift_en),
      .out(shift_output)
  );
  mixcolumns mix (
      .a (shift_output),
      .en(mix_en),
      .y (mix_output)
  );
  AddRoundKey add_key (
      .round_key(roundkey),
      .in(mix_output),
      .out(add_output)
  );
  assign ciphertext = state_text;
endmodule
module galoismult (
    input  logic [7:0] a,
    output logic [7:0] y
);
  logic [7:0] ashift;
  assign ashift = {a[6:0], 1'b0};
  assign y = a[7] ? (ashift ^ 8'b00011011) : ashift;
endmodule
module mixcolumns (
    input logic [127:0] a,
    input logic en,
    output logic [127:0] y
);
  logic [127:0] temp_out;
  mixcolumn mc0 (
      .a(a[127:96]),
      .y(temp_out[127:96])
  );
  mixcolumn mc1 (
      .a(a[95:64]),
      .y(temp_out[95:64])
  );
  mixcolumn mc2 (
      .a(a[63:32]),
      .y(temp_out[63:32])
  );
  mixcolumn mc3 (
      .a(a[31:0]),
      .y(temp_out[31:0])
  );
  assign y = en ? temp_out : a;
endmodule
module mixcolumn (
    input  logic [31:0] a,
    output logic [31:0] y
);
  logic [7:0] a0, a1, a2, a3, y0, y1, y2, y3, t0, t1, t2, t3, tmp;
  assign {a0, a1, a2, a3} = a;
  assign tmp = a0 ^ a1 ^ a2 ^ a3;
  galoismult gm0 (
      .a(a0 ^ a1),
      .y(t0)
  );
  galoismult gm1 (
      .a(a1 ^ a2),
      .y(t1)
  );
  galoismult gm2 (
      .a(a2 ^ a3),
      .y(t2)
  );
  galoismult gm3 (
      .a(a3 ^ a0),
      .y(t3)
  );
  assign y0 = a0 ^ tmp ^ t0;
  assign y1 = a1 ^ tmp ^ t1;
  assign y2 = a2 ^ tmp ^ t2;
  assign y3 = a3 ^ tmp ^ t3;
  assign y  = {y0, y1, y2, y3};
endmodule
module sbox_sync (
    input  logic [7:0] a,
    input   logic    clk,
    output  logic [7:0] y
);
  logic [7:0] sbox[256];
  initial $readmemh("sbox.txt", sbox);
  always_ff @(posedge clk) begin
    y <= sbox[a];
  end
endmodule
==> sbox.txt <==
63
7c
77
7b
f2
6b
6f
c5
30
01
67
2b
fe
d7
ab
76
ca
82
c9
7d
fa
59
47
f0
ad
d4
a2
af
9c
a4
72
c0
b7
fd
93
26
36
3f
f7
cc
34
a5
e5
f1
71
d8
31
15
04
c7
23
c3
18
96
05
9a
07
12
80
e2
eb
27
b2
75
09
83
2c
1a
1b
6e
5a
a0
52
3b
d6
b3
29
e3
2f
84
53
d1
00
ed
20
fc
b1
5b
6a
cb
be
39
4a
4c
58
cf
d0
ef
aa
fb
43
4d
33
85
45
f9
02
7f
50
3c
9f
a8
51
a3
40
8f
92
9d
38
f5
bc
b6
da
21
10
ff
f3
d2
cd
0c
13
ec
5f
97
44
17
c4
a7
7e
3d
64
5d
19
73
60
81
4f
dc
22
2a
90
88
46
ee
b8
14
de
5e
0b
db
e0
32
3a
0a
49
06
24
5c
c2
d3
ac
62
91
95
e4
79
e7
c8
37
6d
8d
d5
4e
a9
6c
56
f4
ea
65
7a
ae
08
ba
78
25
2e
1c
a6
b4
c6
e8
dd
74
1f
4b
bd
8b
8a
70
3e
b5
66
48
03
f6
0e
61
35
57
b9
86
c1
1d
9e
e1
f8
98
11
69
d9
8e
94
9b
1e
87
e9
ce
55
28
df
8c
a1
89
0d
bf
e6
42
68
41
99
2d
0f
b0
54
bb
16
==> run.sh <==
#!/bin/bash
# OpenROAD 26Q1-2900-gdf79404cd8, Yosys 0.63+post, stock flow scripts
make -C /OpenROAD-flow-scripts/flow DESIGN_CONFIG=/design/flow/config.mk WORK_HOME=/design/flow/orfs finish
==> config.mk <==
export PLATFORM = sky130hd
export DESIGN_NAME = aes_core
export DESIGN_NICKNAME = aes_core
export VERILOG_FILES = /design/flow/design.v
export SDC_FILE = /design/flow/constraint.sdc
export NUM_CORES = 4
export LEC_CHECK = 1
export CORE_UTILIZATION = 30
export SYNTH_HDL_FRONTEND = slang
export SYNTH_MEMORY_MAX_BITS = 65536
==> constraint.sdc <==
current_design aes_core

set clk_period 26.8
set clk_io_pct 0.2

create_clock -name clk0 -period $clk_period [get_ports {clk}]

set non_clock_inputs [all_inputs -no_clocks]
set_input_delay [expr $clk_period * $clk_io_pct] -clock clk0 $non_clock_inputs
set_output_delay [expr $clk_period * $clk_io_pct] -clock clk0 [all_outputs]
==> job_summary.md <==
## Synthesis and layout report

| Metric | Value |
|---|---|
| Number of global-route vias before repair | `17580` |
| WL final | `90.30 mm` |
| Yosys cell types | `44` |
| Share of cells above drive strength 1 | `12.28%` |
| Via count | `17100` |
| Max FO, Critical Path | `124` |
| TritonCTS Buffers | `47` |
| Die Span Y | `288.3 µm` |
| I/O pins | `387` |
| Final tally of hold violations | `0` |
| Crit-path cells | `buf_8 -> buf_4 -> buf_12 -> mux2_2` |
| Min Tclk post-route | `7472 ps` |
| Cell with the most instances after synthesis | `xnor2_1` |
| Hold crit path type | `reg2reg` |
| Aoi share | `4.728%` |
| Critical path required time | `27150 ps` |
| Crit end category | `flop` |
| Slowest CP cell | `buf_4` |
| Seq cells post-synth | `397` |
| XORs/XNORs by Area | `28.69%` |
| Post-synth top cells | `458 x xnor2_1, 256 x edfxtp_1, 196 x xor2_1` |
| Reg-to-Reg Start | `state[4]$_DFF_P_` |
| Register area | `10520 µm²` |
| Setup crit start kind | `input port` |
| Ys flop type | `edfxtp_1` |
| HPWL Detailed | `69.54 mm` |
| Core Area | `80810 µm²` |
| First-pass GRT wire length | `126.4 mm` |
| Comb area leader | `XOR/XNOR gates` |
| Largest area contributor in the netlist | `edfxtp_1` |
| YS chip area | `24580 µm²` |
| CTS H-tree lvls | `2` |
| Post-route ant nets | `0` |
| RSZ-0062 raised after global routing | `no` |
| Vias/cell | `4.778` |
| Row Count | `104` |
| Mux cell area share | `14.69%` |
| Final Skew | `41.18 ps` |
| Tool warnings | `30` |
| Pleak | `11.71 nW` |
| Port Buffer Count | `386` |
| Delay-heaviest family, CP | `buffers and inverters` |
| Cell count of the worst reg-to-reg path | `9` |
| Area growth from synthesis to layout | `25.81%` |
| Cell count in the Yosys report | `2182` |
| Top cells, area | `edfxtp_1 31%, xnor2_1 16%, dfxtp_1 11%` |
| Clk buf depth | `3` |
| Rel. slew slack | `37.59%` |
| Ys Warns | `0` |
| Max IR drop VDD | `0.04122 mV` |
| CTS Hold Buffers Added | `0` |
| Total GRT Usage | `22.41%` |
| Die Span X | `288.3 µm` |
| Reg2reg end | `ciphertext[64]$_DFFE_PP_` |
| Fmax | `0.1338 GHz` |
| Hold path startpoint | `prevkey[6]$_DFFE_PP_` |
| CTS tree | `yes` |
| CTS Root Cell | `clkbuf_16` |
| Placer congestion estimate | `0.9371` |
| Clk slew on worst S/H paths | `60 ps` |
| Cycle use final | `27.88%` |
| Latency at later pin | `600 ps` |
| Largest net degree at the start of global routing | `125` |
| Layout Utilization | `38.27%` |
| CP bufs+invs | `3` |
| Iteration-0 DRC count of the detailed router | `1188` |
| Setup violations, final | `0` |
| Core utilization at floorplan | `30.42%` |
| Crit path DAT | `7820 ps` |
| Hold endpoint | `new_key.outkey[6]$_DFF_P_` |
| Clock Sink Count | `397` |
| Simple-Gate Area Share | `5.721%` |
| DR WL/cell | `25.23 µm` |
| # resized after CTS | `0` |
| WHS Path Cells | `1` |
| Async SR Flop Fraction | `0%` |
| Synth Seq Share | `42.75%` |
| Worst-margin pin slew | `918.1 ps` |
| Final Slew Violations | `0` |
| Critical path class | `in2reg` |
| Adder share | `0.2036%` |
| Setup TNS | `0 ps` |
| Max Cap Violations | `0` |
| Top-area cell share | `31.27%` |
| Remaining DRCs | `0` |
| Filler cells | `7527` |
| Post-synth EDFFs | `256` |
| Crit-path max cell delay | `710 ps` |
| Post-Syn Instances | `2182` |
| Post-CTS Setup Bufs | `0` |
| Gr ovfl total | `0` |
| Outcome | `finished, final reports clean` |
| Syn Area/Cell | `11.27 µm²` |
| Pwr/cell area | `66.63 nW/µm²` |
| Reg-to-reg setup timing slack | `22050 ps` |
| First-pass detailed-route iteration total | `27` |
| Die Footprint | `83090 µm²` |
| Logic area | `13290 µm²` |
| Antenna violations before repair | `7` |
| Post-Syn Area | `24580 µm²` |
-- power by group --
group	leakage, nW	internal (mW)	total (mW)	switching [mW]
clock network	0.800	0.405	0.679	0.275
registers	3.70	0.716	0.816	0.0998
logic	7.21	0.322	0.565	0.243
total	11.7	1.44	2.06	0.618
-- final cells by class --
cell class	count	share of cell area [%]
clock inverters	27	1.048
multi-input cells	1602	42.98
well taps	1060	4.288
flip-flops and latches	397	34.00
diodes	2	0.01618
inverters	16	0.1942
clock buffers	60	4.223
repair buffers	415	13.25
-- flip-flops by register name, summed over array words and instances, names as in the netlist --
| register | cells |
|---|---|
| prevkey | 128 |
| round | 4 |
| counter | 4 |
| new_key.outkey | 128 |
| ciphertext | 128 |
| state | 5 |
-- worst max path at each step --
| stage | startpoint | end | slack [ps] | depth (start not counted) |
|---|---|---|---|---|
| finish | load | prevkey[70]$_DFFE_PP_ | 19330 | 4 |
| global route | load | ciphertext[97]$_DFFE_PP_ | 19230 | 4 |
| CTS | ciphertext[43]$_DFFE_PP_ | ciphertext[43] | 19400 | 1 |
-- per-stage QoR --
| stage | cell area [µm²] | cells | power [mW] | setup WS (ps) | hold WS (ps) |
|---|---|---|---|---|---|
| final | 30930 | 3579 | 2.061 | 19330 | 444.2 |
| after floorplan | 24580 | 2182 | 1.177 | 17250 | 413.0 |
| after global placement | 29290 | 3490 | 1.390 | 18780 | 425.4 |
| after detailed placement | 29290 | 3490 | 1.393 | 18760 | 438.0 |
| after CTS | 30920 | 3577 | 2.077 | 19400 | 446.1 |
| after global routing | 30930 | 3578 | 2.151 | 19230 | 454.2 |
-- routing by layer --
layer / vias to the layer above / routed length, µm / global-route usage, %
met3: 124 / 9704 / 9.831
met1: 8273 / 36500 / 29.89
li1: 8018 / - / -
met5: - / 50 / 0
met4: 8 / 2947 / 6.204
met2: 677 / 41100 / 33.79
-- placed cells by master (no fill, tap or decap), types with 5 or more instances in the layout --
cell type	n
xnor2_1	458
clkdlybuf4s50_1	385
edfxtp_1	256
xor2_1	196
nand2_1	189
mux2_2	173
mux2i_1	162
dfxtp_1	139
nor2_1	95
a21oi_1	89
o21ai_0	70
clkbuf_16	48
xnor3_1	41
and3_1	36
buf_4	28
inv_1	16
xnor2_2	13
o21ai_1	12
a22oi_1	9
a222oi_1	8
clkinv_2	8
a211oi_1	6
nor2b_1	6
clkbuf_1	6
clkbuf_8	6
bufinv_16	6
xor3_1	5
-- cells by family (layout without fill, tap and decap cells) --
family / Yosys count / count (layout)
flip-flops: 397 / 397
buffers and inverters: 183 / 518
AND/OR/NAND/NOR: 337 / 337
other: 0 / 2
adder cells (fa/ha/maj): 4 / 4
AND-OR/OR-AND: 207 / 207
XOR/XNOR: 716 / 716
multiplexers: 338 / 338
Power and IR drop assume default switching activity.
