File: config.mk
export PLATFORM = sky130hd
export DESIGN_NAME = aes_spi
export DESIGN_NICKNAME = aes_spi
export VERILOG_FILES = /design/flow/design.v
export SDC_FILE = /design/flow/constraint.sdc
export NUM_CORES = 4
export LEC_CHECK = 1
export CORE_UTILIZATION = 40
File: design.v
module aes_spi (
    input logic sck,
    input logic sdi,
    output logic sdo,
    input logic done,
    output logic [127:0] key,
    plaintext,
    input logic [127:0] ciphertext
);
  logic sdodelayed, wasdone;
  logic [127:0] ciphertextcaptured;
  always_ff @(posedge sck)
    if (!wasdone) {ciphertextcaptured, plaintext, key} = {ciphertext, plaintext[126:0], key, sdi};
    else {ciphertextcaptured, plaintext, key} = {ciphertextcaptured[126:0], plaintext, key, sdi};
  always_ff @(negedge sck) begin
    wasdone = done;
    sdodelayed = ciphertextcaptured[126];
  end
  assign sdo = (done & !wasdone) ? ciphertext[127] : sdodelayed;
endmodule
File: constraint.sdc
current_design aes_spi

set clk_period 5.7
set clk_io_pct 0.2

create_clock -name clk0 -period $clk_period [get_ports {sck}]

set non_clock_inputs [all_inputs -no_clocks]
set_input_delay [expr $clk_period * $clk_io_pct] -clock clk0 $non_clock_inputs
set_output_delay [expr $clk_period * $clk_io_pct] -clock clk0 [all_outputs]
File: run.sh
#!/bin/bash
# OpenROAD 26Q1-2900-gdf79404cd8, Yosys 0.63+post, stock flow scripts
make -C /OpenROAD-flow-scripts/flow DESIGN_CONFIG=/design/flow/config.mk WORK_HOME=/design/flow/orfs finish
==> Changelog: implementation <==
## Flow update

- Area grow syn2layout: 57.70%
- Die Size: 23,960 um2
- Reg2reg path depth: 3
- Yosys warning tally: 1
- Cell taking the most area after synthesis: dfxtp_1
- Num CTS Buffers: 38
- Global-route wire length before repair: 32,420 um
- Post-DRT Antenna Nets: 0
- Startpoint Class: flop
- Async set-reset flop share out of synthesis: 0%
- Crit end category: output pin
- Die width: 154.8 um
- Vias in the first global route: 5,609
- Post-Syn Instances: 529
- Syn avg cell area: 17.65 um2
- IR Drop Worst-Case VDD: 0.2914 mV
- Relative slew margins: 45.44%
- Hold_buf cts: 0
- Num rows: 55
- GRT Total Usage: 18.74%
- Final core utilization: 64.66%
- Register Area: 7711 um2
- Clock root buffer: clkbuf_16
- Antenna violations before repair: 1
- CTS tree: built
- Final Wtd Congestion: 0.8381
- EDFF count, synth: 0
- Postcts setup bufs: 0
- Final non-filler cell total: 1,287
- Yosys stat area: 9339 um2
- Layout fillers: 1,604
- Worst setup path class: reg2out
- Worst hold path type: reg2reg
- Number of port buffers: 387
- Drc violations: 0
- Pin count of the biggest net entering global routing: 69
- Core ar.: 22,780 um2
- Count of different cell masters after synthesis: 6
- I/O Pins: 388
- Run status: completed
- Setup Viol. Count Final: 0
- Post-Syn Area: 9339 um2
- Total grt overflow: 0
- Clock Tree Buf Depth: 3
- Fp_density: 41.00%
- Worst-Margin Slew: 818.4 ps
- Most frequent cells after synthesis: dfxtp_1 (385), mux2_2 (128), clkbuf_8 (9)
- Sequential area share after synthesis: 82.53%
- DRT iter0 DRCs: 145
- Via count: 5,341
- Dpl cells: 1,217
- Worst Hold End: plaintext[1]$_DFF_P_
- CP arrival: 4270 ps
- Clk latency late pin: 550 ps
- Layout cell share with drive strength beyond 1: 19.84%
- Dominant Register Cell: dfxtp_1
- Unrepaired setup endpoints after global routing: no
- Multi-input gate area: 1459 um2
- Yosys cell count: 529
- Max-area cell share: 82.53%
- Aggregate routed wire length: 22,110 um
- Max-cap violation count: 0
- WP data required: 4560 ps
- DP HPWL: 15,120 um
- Synth top cell by count: dfxtp_1
- H-tree levels: 2
- RR Startpoint: wasdone$_DFF_N_
- Drt first pass iters: 4
- Pwr dens: 375.9 nW/um2
- Worst reg2reg endpoint: ciphertextcaptured[46]$_DFF_P_
- Worst reg-to-reg setup slack: 520 ps
- Pins Over Slew Limit: 0
- Post-synth regs: 385
- LEAKAGE: 5.749 nW
- Hold WS: 346.0 ps
- Die Y-Extent: 154.8 um
- Setup_tns: 0 ps
- Top cells by area: dfxtp_1 (83%), mux2_2 (15%), clkbuf_8 (1.3%)
- Log Warnings: 27
- Hold Path Cell Cnt: 0
- CP max FO: 2
- Vias per cell: 4.150
- Register clock-pin slew on the reported worst setup and hold paths: 60 ps
- Clk sinks: 385
- Final hold vios: 0
- Hold Crit Start: plaintext[0]$_DFF_P_
- Avg WL per Cell: 17.18 um
- Clock skew: 62.37 ps
## what timing repair did
action,CTS,global route
endpoints found under the hold margin,0,0
setup endpoints to repair,1,1
resized,2,1
## cell usage in the layout, fill, tap and decap left out
cell and count:
dlymetal6s2s_1 1, clkbuf_16 39, dfxtp_1 384, diode_2 1, dfxtp_4 1, clkbuf_1 7
clkdlybuf4s50_1 386, nand2b_4 1, inv_1 2, clkbuf_8 11, mux2_2 127, mux2_4 1
inv_6 1, clkinvlp_4 1, buf_4 2, clkinv_2 7, bufinv_16 2
## area by class of cell
class / instances / share of cell area (%)
sequential: 385 / 52.36
antenna: 1 / 0.01699
multi-input combinational: 129 / 9.906
timing repair buffer: 389 / 26.42
clock inverter: 13 / 0.8071
clock buffer: 57 / 7.833
tap: 313 / 2.659
## metrics by stage
stage / total power, mW / worst slack (ps) / cell area (um2)
after global placement: 3.132 / 563.0 / 13440
after global routing: 5.758 / 237.1 / 14730
final: 5.536 / 294.4 / 14730
after CTS: 5.605 / 3.249 / 14720
after floorplan: 2.996 / 818.1 / 9339
after detailed placement: 3.136 / 571.7 / 13440
## critical path: stages, from the launching register on
cell            delay, ps
dfxtp_4               330
nand2b_4              130
mux2_4                280
dlymetal6s2s_1        120
## sequential cells by signal, summed over array words and instances (netlist names)
| signal | cells |
|---|---|
| ciphertextcaptured | 127 |
| key | 128 |
| plaintext | 128 |
| sdodelayed | 1 |
| wasdone | 1 |
## kinds of logic (layout without fill, tap and decap cells)
logic type | count (synthesis) | count (layout) | share of synthesized area, %
flops | 385 | 385 | 82.53
mux | 128 | 128 | 15.43
buf+inv | 15 | 459 | 1.969
other cells | 0 | 1 | 0
simple gates | 1 | 1 | 0.06703
## report_power, final
group	switching [mW]	internal, mW
sequential	0.0295	2.80
clock	0.969	1.49
combinational	0.0555	0.187
total	1.05	4.48
## how the worst max path moves through the flow
stage,from,to,slack (ps),cells after the start
global route,wasdone$_DFF_N_,sdo,240,3
finish,wasdone$_DFF_N_,sdo,290,3
CTS,wasdone$_DFF_N_,sdo,3,3
## metal layers
metal,routed length (um),vias to the layer above,global-route usage [%]
met4,512,0,4.385
met2,9995,269,28.70
met5,0,-,0
li1,-,2578,-
met3,2785,38,9.247
met1,8816,2456,24.58
No activity file was given, so power comes from the tool's default toggle rates.
