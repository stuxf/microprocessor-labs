$ cat config.mk
export PLATFORM = sky130hd
export DESIGN_NAME = scanner
export DESIGN_NICKNAME = scanner
export VERILOG_FILES = /design/flow/design.v
export SDC_FILE = /design/flow/constraint.sdc
export NUM_CORES = 4
export LEC_CHECK = 1
export CORE_AREA = 10 10 77 77
export DIE_AREA = 0 0 87 87
$ cat constraint.sdc
current_design scanner

set clk_period 3.5
set clk_io_pct 0.2

create_clock -name clk0 -period $clk_period [get_ports {clk}]

set non_clock_inputs [all_inputs -no_clocks]
set_input_delay [expr $clk_period * $clk_io_pct] -clock clk0 $non_clock_inputs
set_output_delay [expr $clk_period * $clk_io_pct] -clock clk0 [all_outputs]
$ cat design.v
module scanner(
    input logic clk,
    input logic reset,
    input logic [3:0] rows,
    output logic [3:0] cols,
    output logic [1:0] pressed_row,
    output logic [1:0] pressed_col,
    output logic press
);
    logic [3:0] stable_rows;
    sync synchronizer (
        clk,
        rows,
        stable_rows
    );
    typedef enum logic [2:0] {
        col0,
        col0_hold,
        col1,
        col1_hold,
        col2,
        col2_hold,
        col3,
        col3_hold
    } statetype;
    statetype state, nextstate;
    logic [1:0] hold_timer;
    always_ff @(posedge clk)
        if (reset == 0) state <= col0;
        else            state <= nextstate;
    always_comb begin
        case (state)
            col0: if ($onehot(stable_rows)) begin
                            nextstate = col3_hold;
                        end
                        else nextstate = col1;
            col1: if ($onehot(stable_rows)) begin
                            nextstate = col0_hold;
                        end
                        else nextstate = col2;
            col2: if ($onehot(stable_rows)) begin
                            nextstate = col1_hold;
                        end
                        else nextstate = col3;
            col3: if ($onehot(stable_rows)) begin
                            nextstate = col2_hold;
                        end
                        else nextstate = col0;
            col0_hold: if (stable_rows[pressed_row] || hold_timer < 2'b11) begin
                            nextstate = col0_hold;
                       end
                       else nextstate = col1;
            col1_hold: if (stable_rows[pressed_row] || hold_timer < 2'b11) begin
                            nextstate = col1_hold;
                       end
                       else nextstate = col2;
            col2_hold: if (stable_rows[pressed_row] || hold_timer < 2'b11) begin
                            nextstate = col2_hold;
                       end
                       else nextstate = col3;
            col3_hold: if (stable_rows[pressed_row] || hold_timer < 2'b11) begin
                            nextstate = col3_hold;
                       end
                       else nextstate = col0;
            default: nextstate = col0;
        endcase
    end
    always_ff @(posedge clk) begin
        if (reset == 0) begin
            pressed_row <= 2'd0;
        end 
        else begin
            case (stable_rows)
                4'b0001: pressed_row <= 2'd0;
                4'b0010: pressed_row <= 2'd1;
                4'b0100: pressed_row <= 2'd2;
                4'b1000: pressed_row <= 2'd3;
                default: pressed_row <= pressed_row;
            endcase
        end
    end
    always_ff @(posedge clk) begin
        if (reset == 0) begin
            hold_timer <= 2'b00;
        end else if (state == col0_hold || state == col1_hold || state == col2_hold || state == col3_hold) begin
            if (hold_timer < 2'b11) begin
                hold_timer <= hold_timer + '1;
            end
        end else begin
            hold_timer <= 2'b00;
        end
    end
    always_comb begin
        case (nextstate)
            col0, col0_hold:    cols = 4'b0001;
            col1, col1_hold:    cols = 4'b0010;
            col2, col2_hold:    cols = 4'b0100;
            col3, col3_hold:    cols = 4'b1000;
            default:            cols = 4'b0000;
        endcase
        case (nextstate)
            col0, col0_hold:    pressed_col = 2'd0;
            col1, col1_hold:    pressed_col = 2'd1;
            col2, col2_hold:    pressed_col = 2'd2;
            col3, col3_hold:    pressed_col = 2'd3;
            default:            pressed_col = 2'd0;
        endcase
        press = (state == col0_hold || state == col1_hold || state == col2_hold || state == col3_hold);
    end
endmodule
module sync(
    input logic clk,
    input logic [3:0] d,
    output logic [3:0] q
);
    logic [3:0] n1;
    always_ff @(posedge clk) begin
        n1 <= d;  
        q <= n1;  
    end
endmodule
$ cat run.sh
#!/bin/bash
# OpenROAD 26Q1-2900-gdf79404cd8, Yosys 0.63+post, stock flow scripts
make -C /OpenROAD-flow-scripts/flow DESIGN_CONFIG=/design/flow/config.mk WORK_HOME=/design/flow/orfs finish
==> flow_summary.toml <==
# synthesis and place-and-route metrics
[yosys]
ys.flop_type = "dfxtp_1"
ys_types = 35
ys_seq_share_pct = 42.5
yosys_warnings = 2
ys.flops = 20
synthAoiAreaFrac_pct = 25.0
ys_cells = 100
simple_gate_share_pct = 18.5
edf_count = 0
ys_area_um2 = 942
top_cell_area_share_pct = 42.5
mux_area_share_pct = 2.12
yosys.area_share.adder_pct = 6.11
largest_area_cell = "dfxtp_1"
syn-cell-area_um2 = 942
ys_top_logic_family = "AND-OR/OR-AND gates"
syn_avg_cell_area_um2 = 9.42
synthArstFlopShare_pct = 0
syn_inst = 100
area_leaders = "dfxtp_1 42%, a22oi_1 4.8%, nor2_1 4.8%, ha_1 4.0%, a21oi_1 3.2%"
xor_area_share_pct = 1.86

[critical_path]
reg2reg_depth = 10
startpoint_type = "flop"
worstSetupEndpointType = "primary output"
r2r-end = "state[7]"
critPathSlowestCell = "fa_1"
worst_path_largest_cell_delay_ns = 0.53
rrSetupSlack_ns = 1.39
arrival_ns = 2.70
cp_top_family = "adder cells"
path_max_fanout = 3
regToRegStartpoint = "synchronizer.q[1]"
crit_type = "reg -> out"
cp_data_required_time_ns = 2.80
cp.buffers_inverters = 4
crit_chain = "inv_2 > fa_1 > inv_1 > ha_2 > ha_4 > nor3b_4 > or4_4 > and2_4 > buf_6 > nor4b_2 > buf_2"

[grt]
antenna_found_initial = 0
grt_pass1_wl_um = 3680
grt_pass1_vias = 819
grt-ovfl-total = 0
grt_max_degree = 11
gr-usage-all-layers_pct = 5.64

[clock_tree]
cts_max_level = 1
cts_root_buf = "clkbuf_8"
clk_path_buf_depth = 2
numCtsBuffers = 3
insertion_delay_ns = 0.25
clock_sinks = 20
clkSlewWorstSetupHoldPaths_ns = 0.07
cts_tree = "yes"

[flow_run]
openroad.warnings = 25
drv_cap = 0

[worst_hold_path]
hold_start = "synchronizer.n1[2]"
holdPathStages = 0
hold_path_class = "reg -> reg"
hold_end = "synchronizer.q[2]"

[sta]
fin_skew_ns = 0.00232
whs_ns = 0.327
slew_headroom_pct = 65.4
fin_crit_sh_pct = 97.3
max_freq_ghz = 0.294
setup_ws_ns = 0.0959
rsz0062_at_grt = "false"
final.setup.tns_ns = 0
setup-violations-final = 0
drv_slew = 0
hold_violations = 0
worstMarginPinSlew_ns = 0.519
min_period_ns = 3.40

[finish]
final_util_pct = 29.5
drive_above_1_share_pct = 21.8
final_area_mm2 = 0.00129
finalNonFillerCells = 176
fillCellCount = 423
area_delta_synth_final_pct = 36.5

[floorplan]
dieArea_mm2 = 0.00757
coreArea_mm2 = 0.00435
fp.dieH_um = 87
die_x_um = 87
pin_count = 15
rows = 24
initCoreUtil_pct = 21.6

[placed_design]
placed_cell_area_mm2 = 0.00119
dpl.cell_count = 171
gp_congestion = 0.851
dp_hpwl_um = 1520
portBuffers = 14
place_ws_ns = -0.119

[routing]
dr.first_iter.drc_count = 66
route.detailed.drc = 0
vias = 817
via_per_inst = 4.64
wirelength_um = 2030
ant_nets = 0
antenna_cells = 0
drtPass1Iterations = 4
routedWlPerCell_um = 11.5

[power]
power_density_mw_per_mm2 = 458
ir_worst_vdd_mv = 0.137
p_total_uw = 589
cellLeakagePower_nw = 0.521

[run_status]
status = "completed"
cell usage in the layout (no fill, tap or decap), drive strengths merged, types with 2 or more instances in the layout:
cell type,count
nor2,12
inv,7
clkbuf,3
ha,3
clkdlybuf4s50,9
and2,2
dlygate4sd2,3
dfxtp,20
nor3,2
o211ai,2
mux2i,2
o21ai,4
a22oi,6
or4,2
a21oi,6
or2,2
nand2,8
nand4,2
buf,10
worst max path at each step:
stage / from / to / cells after the start
5_1_grt: synchronizer.q[1] / cols[0] / 11
4_1_cts: synchronizer.q[1] / cols[0] / 11
6_report: synchronizer.q[1] / cols[0] / 11
logic make-up after synthesis:
family / Yosys count
flops: 20
fa+ha+maj: 4
buf+inv: 10
mux: 2
simple gates: 34
compound gates: 28
xor+xnor: 2
layer usage:
layer / vias up / track usage [%] / share of wire (%)
li1: 416 / - / -
met2: 20 / 9.13 / 46
met4: 0 / 1.47 / 2.3
met5: - / 0 / 0
met1: 376 / 7.24 / 46
met3: 5 / 1.51 / 5.7
sequential cells by signal (all words and copies together) (netlist names):
signal / count
hold_timer: 2
synchronizer.q: 4
state: 8
pressed_row: 2
synchronizer.n1: 4
power breakdown:
part	internal, mW	total (mW)	switching (mW)
clock network	0.0765	0.145	0.0684
registers	0.243	0.260	0.0170
logic	0.113	0.183	0.0699
cells in the mapped netlist, types with 2 or more instances:
cell / instances
dfxtp_1: 20
nand2_1: 8
nor3_1: 2
a22oi_1: 6
a21oi_1: 6
and2_1: 2
ha_1: 3
or2_1: 2
clkbuf_1: 2
mux2i_1: 2
o211ai_1: 2
nand4_1: 2
o21ai_0: 4
inv_1: 7
nor2_1: 12
worst reg2reg max path, cell delays in order (launching register included):
cell and delay (ns):
dfxtp_2 0.33, inv_2 0.04, fa_1 0.53, inv_1 0.04, ha_2 0.17, ha_4 0.22
nor3b_4 0.27, buf_4 0.16, buf_4 0.10, nand2_1 0.05, a21oi_1 0.13
repair_timing:
| action | 4_1_cts | 5_1_grt |
|---|---|---|
| hold buffers | 0 | 0 |
| resized | 17 | 3 |
| setup buffers | 2 | 0 |
| pin swaps | 1 | 2 |
| setup endpoints to repair | 5 | 2 |
| gates cloned | 0 | 0 |
layout make-up:
type | count | area (um2) | share of cell area [%]
Multi-Input combinational cell | 70 | 541 | 42.0
Sequential cell | 20 | 403 | 31.3
Timing Repair Buffer | 23 | 206 | 16.1
Tap cell | 52 | 65.1 | 5.06
Clock buffer | 3 | 41.3 | 3.21
Inverter | 8 | 30.0 | 2.33
Power figures rest on the tool's default switching activity, not on a simulated workload.
